==> flow/design.v <==
module mock_accelerator #(
    parameter DATA_WIDTH = 64,
    parameter COMPUTE_LATENCY = 5
)(
    input  logic                     aclk,
    input  logic                     aresetn,
    input  logic [DATA_WIDTH-1:0]     s_axis_tdata,
    input  logic                      s_axis_tvalid,
    output logic                      s_axis_tready,
    input  logic                      s_axis_tlast,
    input  logic[1:0]                 s_axis_tdest,
    output logic [DATA_WIDTH-1:0]     m_axis_tdata,
    output logic                      m_axis_tvalid,
    input  logic                      m_axis_tready,
    output logic                      m_axis_tlast,
    output logic[1:0]                 m_axis_tdest
);
    typedef enum logic [1:0] {
        RX_IDLE,
        RX_OP_A,
        RX_OP_B,
        RX_OPCODE
    } rx_state_t;
    typedef enum logic [1:0] {
        TX_IDLE,
        TX_WAIT,
        TX_SEND
    } tx_state_t;
    rx_state_t rx_state;
    tx_state_t tx_state;
    logic [DATA_WIDTH-1:0] op_a;
    logic [DATA_WIDTH-1:0] op_b;
    logic [DATA_WIDTH-1:0] result;
    logic [$clog2(COMPUTE_LATENCY+1)-1:0] compute_cnt;
        assign s_axis_tready = (rx_state != RX_OPCODE);
    always_ff @(posedge aclk) begin
        if (!aresetn) begin
            rx_state <= RX_IDLE;
        end else if (s_axis_tvalid && s_axis_tready) begin
            case (rx_state)
                RX_IDLE: begin
                    op_a     <= s_axis_tdata;
                    rx_state <= RX_OP_A;
                end
                RX_OP_A: begin
                    op_b     <= s_axis_tdata;
                    rx_state <= RX_OP_B;
                end
                RX_OP_B: begin
                    if (s_axis_tlast)
                        rx_state <= RX_IDLE;
                    else
                        rx_state <= RX_OPCODE;
                end
                RX_OPCODE: begin
                    if (s_axis_tlast)
                        rx_state <= RX_IDLE;
                end
            endcase
        end
    end
    always_ff @(posedge aclk) begin
        if (!aresetn) begin
            compute_cnt <= '0;
            tx_state    <= TX_IDLE;
        end else begin
            case (tx_state)
                TX_IDLE: begin
                    if (rx_state == RX_IDLE && compute_cnt == 0) begin
                        compute_cnt <= COMPUTE_LATENCY;
                        tx_state    <= TX_WAIT;
                    end
                end
                TX_WAIT: begin
                    if (compute_cnt != 0)
                        compute_cnt <= compute_cnt - 1;
                    else begin
                        result   <= op_a + op_b;
                        tx_state <= TX_SEND;
                    end
                end
                TX_SEND: begin
                    if (m_axis_tvalid && m_axis_tready)
                        tx_state <= TX_IDLE;
                end
            endcase
        end
    end
    assign m_axis_tvalid = 0; 
    assign m_axis_tdata  = result;
    assign m_axis_tlast  = 1'b1;
endmodule
==> flow/run.sh <==
#!/bin/bash
# OpenROAD 26Q1-2900-gdf79404cd8, Yosys 0.63+post, stock flow scripts
make -C /OpenROAD-flow-scripts/flow DESIGN_CONFIG=/design/flow/config.mk WORK_HOME=/design/flow/orfs finish
==> flow/config.mk <==
export PLATFORM = sky130hd
export DESIGN_NAME = mock_accelerator
export DESIGN_NICKNAME = mock_accelerator
export VERILOG_FILES = /design/flow/design.v
export SDC_FILE = /design/flow/constraint.sdc
export NUM_CORES = 4
export LEC_CHECK = 1
export CORE_UTILIZATION = 40
==> flow/constraint.sdc <==
current_design mock_accelerator

set clk_period 17.5
set clk_io_pct 0.2

create_clock -name clk0 -period $clk_period [get_ports {aclk}]

set non_clock_inputs [all_inputs -no_clocks]
set_input_delay [expr $clk_period * $clk_io_pct] -clock clk0 $non_clock_inputs
set_output_delay [expr $clk_period * $clk_io_pct] -clock clk0 [all_outputs]
==> results.txt <==
Here are the numbers from the latest Yosys + OpenROAD run.

The number of gates given a new drive strength after cts is 0. The number of buffers inserted during clock tree synthesis is 23. For this run, the total global-route usage over all layers was measured as 17.84%. Clock tree synthesis found a total of 201 sinks. Checking hold timing, the worst path is listed with class reg2reg.

The overall power consumption came out at 1.143 mW. The achievable frequency came out at 189.8 MHz. The global-route congestion overflow total came out at 0. The routed length per instance is 16.65 um. The number of buffer and inverter stages on the critical path is 2. Per the final layout report, the fraction of cells sized above drive strength 1 comes to 7.571%. Summing every instance area after synthesis gives 10200 sq um. After layout, the minimum clock period comes to 5.269 ns. Dividing the final minimum period by the clock period gives 30.11%. The post-synth register bit count is 201.

The final wirelength came out at 21.33 mm. Logic depth along the worst register-to-register path is recorded as 12. The final weighted congestion recorded by global placement is 0.8521. The number of distinct standard cells referenced by the synthesized netlist is 73. Looking at area per cell type in the netlist, the leader is edfxtp_1. STA classifies the critical path startpoint as a primary input. The wire length of the first global-routing pass is 34.15 mm.

After floorplanning, the die was sized to cover 26130 sq um. The cell sequence reported for the critical path is clkdlybuf4s50_1 -> and3_2 -> buf_4. The clock latency reported for the late side of the worst-skew pair came out at 0.50 ns. The largest individual stage delay along the critical path comes from the cell and3_2. After detailed routing, the number of vias per cell comes to 5.190. The area of the core came out at 25110 sq um. The area taken by flip-flops and latches came out at 5946 sq um.

In the post-synthesis netlist, the biggest area contributors are edfxtp_1, ha_1, xnor2_1. The depth of the worst hold-timing path is 1. Setup repair after global routing left no endpoint under its margin. In this run the count of I/O pins placed on the die edge is 140. In this run the remaining antenna-violating nets after routing total 0. Looking at the clock tree report, the maximum root-to-sink buffer count equals 3. The via count of the first global-routing pass is 6561.

The total tool warning count came out at 29. The sequential-to-total area share from yosys stat is 58.31%. The share of total power dissipated in the clock network is 37.6%.

Data on the critical path arrives at its endpoint at 5.40 ns. The buffer type at the clock tree root is clkbuf_16. STA lists the startpoint of the worst hold path as compute_cnt[0]$_SDFFE_PN0P_.

The run finished with clean final reports. The final tally of max-slew violations came out at 0. According to the timing report, the data required time at the worst endpoint equals 17.63 ns. The vertical die dimension reported for this design is 161.7 um. Between the synthesized netlist and the finished layout, the area growth was recorded as 21.98%. The accumulated negative setup slack came out at 0 ns. The part of the total power dissipated in combinational logic came out at 12.7%. For reference, the final report shows the hold violation count at 0. The net switching component of the power came out at 0.2611 mW. The final setup violation count is 0.

The worst max-slew margin expressed relative to the limit is 47.52%. Per the timing report, the biggest fanout along the worst path comes to 37. The power per standard cell area came out at 91.94 nW/um^2. The number of violations reported at the end of detailed-routing iteration 0 came out at 338. The startpoint of the worst register-to-register path is op_a[0]$_DFFE_PP_.

The max-cap check violation count is 0. The cell count after synthesis came out at 808. The layout filler cell count is 2212. The yosys warning tally is 3. The transition time recorded at the tightest slew-check pin is 0.7872 ns. The endpoint identified for the worst register-to-register timing path is result[62]$_DFFE_PP_. The critical path is of the in2reg type. The largest vdd supply drop came out at 0.08061 mV. The setup slack of the most critical reg-to-reg path is 13.79 ns. Yosys reports that the leading cell type by area covers 56.55% of the netlist area. The placement-stage worst setup slack came out at 11.67 ns. The number of buffers inserted by post-CTS setup repair is 0. The post-placement cell area is 11760 sq um.

The initialized floorplan defines 58 standard-cell rows. The final cell area excluding filler cells is 12440 sq um. The registers of the reported paths see a clock transition of 0.06 ns.

Across all layers, the routed design uses 6648 vias. The primary flip-flop cell chosen by synthesis mapping is edfxtp_1. The post-route clock skew came out at 0.01159 ns. The synthesized design contains 192 enable-type register cells. The clock tree from TritonCTS is built. The DRC violation count after routing is 0. The largest incremental delay on the critical path is 0.74 ns.

The synthesized area divided by synthesized cell count came out at 12.62 sq um. The setup slack after layout came out at 12.23 ns. The number of standard cells reported by yosys is 808. In the placement report, post-DP HPWL is listed as 15.42 mm. The hold path endpoint is compute_cnt[0]$_SDFFE_PN0P_.

The buffer_ports step reported a buffer count of 132. The internal power contribution came out at 0.8823 mW. The kind of cell with the highest combined delay on the critical path is buffers and inverters.

The first-pass iteration count of the detailed router is 5. The area taken by multi-input combinational cells is reported as 3980 sq um. Per the CTS log, the maximum H-tree level is 1.

The switching share of power came out at 22.83%. The worst setup path is captured at a register. Per the OpenROAD power report, leakage power amounts to 4.525 nW. In the synthesized netlist the async set-or-reset flop fraction comes to 0%. The number of antenna violations at the first check in global routing is 1.

The sequential cell fraction of total power is 49.7%. Entering global routing, the biggest net connects 50 pins. The post-cts hold-fix buffer tally came out at 0. The total antenna diodes in the routed design is 0. The effective utilization at floorplan is 40.61%.

The area recorded from the Yosys report for this design is 10200 sq um. The die width came out at 161.7 um.
## per-layer routing
metal	vias up	wire length (um)	track usage (%)
met2	159	9799	26.86
met4	2	217	2.058
met1	3117	9843	28.90
met5	-	13	0
li1	3352	-	-
met3	18	1453	4.663
## power groups by stage
stage / Clock, mW / Combinational, mW / Sequential, mW
4_1_cts: 0.444 / 0.148 / 0.568
5_1_grt: 0.464 / 0.164 / 0.570
6_report: 0.430 / 0.146 / 0.568
## worst register-to-register path: stages, from the launching register on
cell and delay, ns:
edfxtp_1 0.36, ha_1 0.25, fa_1 0.43, a211o_2 0.39, a211oi_2 0.22, o21ba_4 0.24
a21oi_2 0.09, o2111ai_2 0.31, a21oi_2 0.11, a211oi_2 0.40, o21ai_0 0.26, a21bo_1 0.24
xor2_1 0.14
## logic make-up (layout without fill, tap and decap cells)
logic type      count (synthesis)  count (layout)  share of synthesized area (%)
compound gates                238             238                          16.36
flops                         201             201                          58.31
simple gates                  184             184                          8.970
fa+ha+maj                      66              66                          8.173
xor+xnor                       60              60                          5.154
buf+inv                        55             196                          2.761
other cells                     2               4                        0.07366
mux                             2               2                         0.1964
## worst max path at each step
stage             start              endpoint  cells past startpoint
5_1_grt   s_axis_tvalid    op_a[63]$_DFFE_PP_                      3
4_1_cts         aresetn  result[29]$_DFFE_PP_                      3
6_report        aresetn  result[29]$_DFFE_PP_                      3
## synthesized netlist by cell type (5+ instances only)
cell type	number
a211oi_1	11
a211oi_2	5
a21o_1	35
a21oi_1	72
a31oi_1	11
and3_1	9
and4_1	5
buf_4	7
clkbuf_1	17
dfxtp_1	9
edfxtp_1	192
ha_1	65
inv_1	21
nand2_1	50
nand2b_1	9
nand3_1	16
nand4_1	17
nor2_1	45
nor3_1	9
o21a_1	6
o21ai_0	33
o21bai_1	12
xnor2_1	44
xor2_1	16
## metrics by stage
stage	utilization [%]	hold slack, ns	instances
floorplan	-	0.4475	810
global placement	46.84	0.4714	1241
detailed placement	46.84	0.4709	1241
CTS	49.53	0.4869	1281
global route	49.53	0.5328	1281
finish	49.53	0.4970	1281
## state kept, by name (all words and copies together), names as in the netlist
signal,cells
compute_cnt,3
result,64
op_b,64
rx_state,4
op_a,64
tx_state,2
## layout make-up
cell class,count,share of cell area [%]
inverter,21,0.6338
multi-input combinational,554,32.00
clock inverter,12,0.6539
sequential,201,47.81
timing repair buffer,135,10.80
clock buffer,28,4.779
tap,330,3.320
## cells in the final DEF, fill, tap and decap left out, drive strengths merged, types with 5 or more instances in the layout
master / instances
a211oi: 18
a21o: 36
a21oi: 75
a31oi: 12
and3: 9
and4: 7
clkbuf: 28
clkdlybuf4s50: 132
clkinv: 10
dfxtp: 9
edfxtp: 192
ha: 65
inv: 21
nand2: 51
nand2b: 9
nand3: 16
nand4: 17
nor2: 46
nor3: 9
o21a: 8
o21ai: 40
o21bai: 13
o31ai: 5
xnor2: 44
xor2: 16
No activity file was given, so power comes from the tool's default toggle rates.
