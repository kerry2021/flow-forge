==> ./design.v <==
module axi_stream_memory #(
    parameter DATA_WIDTH = 64,
    parameter ADDR_WIDTH = 8,    
    parameter READ_LATENCY = 3
)(
    input  logic                     aclk,
    input  logic                     aresetn,
    input  logic [DATA_WIDTH-1:0]     s_axis_tdata,
    input  logic                      s_axis_tvalid,
    output logic                      s_axis_tready,
    input  logic                      s_axis_tlast,
    input  logic[1:0]                 s_axis_tdest,
    output logic [DATA_WIDTH-1:0]     m_axis_tdata,
    output logic                      m_axis_tvalid,
    input  logic                      m_axis_tready,
    output logic                      m_axis_tlast,
    output logic[1:0]                 m_axis_tdest
);
    localparam logic [DATA_WIDTH-1:0] CMD_READ  = 64'h0;
    localparam logic [DATA_WIDTH-1:0] CMD_WRITE = 64'h1;
    logic [DATA_WIDTH-1:0] mem [0:(1<<ADDR_WIDTH)-1];
    typedef enum logic [1:0] {
        RX_CMD,
        RX_ADDR,
        RX_DATA
    } rx_state_t;
    typedef enum logic [1:0] {
        TX_IDLE,
        TX_WAIT,
        TX_SEND
    } tx_state_t;
    rx_state_t rx_state;
    tx_state_t tx_state;
    logic [DATA_WIDTH-1:0] cmd_reg;
    logic [ADDR_WIDTH-1:0] addr_reg;
    logic [DATA_WIDTH-1:0] data_reg;
    logic [$clog2(READ_LATENCY+1)-1:0] rd_cnt;
    assign s_axis_tready = (rx_state != RX_DATA);
    always_ff @(posedge aclk) begin
        if (!aresetn) begin
            rx_state <= RX_CMD;
        end else if (s_axis_tvalid && s_axis_tready) begin
            case (rx_state)
                RX_CMD: begin
                    cmd_reg  <= s_axis_tdata;
                    rx_state <= RX_ADDR;
                end
                RX_ADDR: begin
                    addr_reg <= s_axis_tdata[ADDR_WIDTH-1:0];
                    if (cmd_reg == CMD_WRITE)
                        rx_state <= RX_DATA;
                    else
                        rx_state <= RX_CMD;
                end
                RX_DATA: begin
                    data_reg <= s_axis_tdata;
                    rx_state <= RX_CMD;
                end
            endcase
        end
    end
    always_ff @(posedge aclk) begin
        if (!aresetn) begin
            tx_state <= TX_IDLE;
            rd_cnt   <= '0;
        end else begin
            case (tx_state)
                TX_IDLE: begin
                    if (cmd_reg == CMD_WRITE && rx_state == RX_CMD) begin
                        mem[addr_reg] <= data_reg;
                        tx_state <= TX_SEND;
                        data_reg <= 64'h1;  
                    end
                    else if (cmd_reg == CMD_READ && rx_state == RX_CMD) begin
                        rd_cnt   <= READ_LATENCY;
                        tx_state <= TX_WAIT;
                    end
                end
                TX_WAIT: begin
                    if (rd_cnt != 0)
                        rd_cnt <= rd_cnt - 1;
                    else begin
                        data_reg <= mem[addr_reg];
                        tx_state <= TX_SEND;
                    end
                end
                TX_SEND: begin
                    if (m_axis_tvalid && m_axis_tready)
                        tx_state <= TX_IDLE;
                end
            endcase
        end
    end
    assign m_axis_tvalid = (tx_state == TX_SEND);
    assign m_axis_tdata  = data_reg;
    assign m_axis_tlast  = 1'b1;
endmodule
==> ./run.sh <==
#!/bin/bash
# OpenROAD 26Q1-2900-gdf79404cd8, Yosys 0.63+post, stock flow scripts
make -C /OpenROAD-flow-scripts/flow DESIGN_CONFIG=/design/flow/config.mk WORK_HOME=/design/flow/orfs finish
==> ./config.mk <==
export PLATFORM = sky130hd
export DESIGN_NAME = axi_stream_memory
export DESIGN_NICKNAME = axi_stream_memory
export VERILOG_FILES = /design/flow/design.v
export SDC_FILE = /design/flow/constraint.sdc
export NUM_CORES = 4
export LEC_CHECK = 1
export CORE_UTILIZATION = 40
export SYNTH_MEMORY_MAX_BITS = 65536
==> ./constraint.sdc <==
current_design axi_stream_memory

set clk_period 472.2
set clk_io_pct 0.2

create_clock -name clk0 -period $clk_period [get_ports {aclk}]

set non_clock_inputs [all_inputs -no_clocks]
set_input_delay [expr $clk_period * $clk_io_pct] -clock clk0 $non_clock_inputs
set_output_delay [expr $clk_period * $clk_io_pct] -clock clk0 [all_outputs]
==> impl_metrics.env <==
# physical design summary
export IMPL_outcome="stopped before the end"
export IMPL_haltStage="synthesis (1_2_yosys)"
export IMPL_firstError="ERROR: Found 64 problems in 'check -assert'."
export IMPL_ys_cells=28000
export IMPL_yosys_area_um2=636000
export IMPL_synthDistinctLibCells=81
export IMPL_synth_async_reset_ratio_pct=0
export IMPL_yosysWarnings=1
export IMPL_numSynthFlops=16600
export IMPL_ys_flop_type="edfxtp_1"
export IMPL_edf_count=16600
export IMPL_synth_seq_share_pct=78.3
Yosys cell counts (all sizes together), types with 13 or more instances:
library cell  number  share of area (%)
nand3            117              0.092
or3               16              0.016
a32oi             47              0.065
buf             1149                1.5
a21oi            529               0.42
o21ai            222               0.17
and2              49              0.048
o211ai            31              0.037
a22o              13              0.018
a211oi            41              0.048
a22oi             23              0.027
mux4            3579                 13
nor2b             27              0.027
nor2             495               0.29
a31oi             61              0.060
o32ai             22              0.030
nand4             15              0.015
nor4              47              0.047
clkbuf           486               0.29
o22ai            565               0.56
nor3             217               0.17
edfxtp         16600                 78
o41ai             17              0.025
a21o              15              0.018
nand2            441               0.26
a221oi            45              0.062
mux2              89               0.16
dfxtp             16              0.050
mux2i           1961                3.1
o311ai            89               0.12
o31ai             40              0.048
o221ai           802                1.1
cells by family after synthesis:
family                     synth area share [%]
adders and majority gates               0.00197
and+or+nand+nor                            1.02
DFF                                        78.3
AOI/OAI and AO/OA                          2.95
muxes                                      15.9
buffers and inverters                      1.75
other                                   0.00118
